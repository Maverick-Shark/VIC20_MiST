$ cat flow/design.v
module sdram
(
	inout  reg [15:0] SDRAM_DQ,    
	output reg [12:0] SDRAM_A,     
	output reg        SDRAM_DQML,  
	output reg        SDRAM_DQMH,  
	output reg  [1:0] SDRAM_BA,    
	output reg        SDRAM_nCS,   
	output reg        SDRAM_nWE,   
	output reg        SDRAM_nRAS,  
	output reg        SDRAM_nCAS,  
	output            SDRAM_CKE,
	input             init,			 
	input             clk,			 
	input             clkref,		 
	input       [1:0] bank,
	input       [7:0] din,			 
	output      [7:0] dout,			 
	input      [22:0] addr,        
	input             oe,          
	input             we          
);
assign SDRAM_CKE = ~init;
localparam RASCAS_DELAY   = 3'd3;    
localparam BURST_LENGTH   = 3'b000;  
localparam ACCESS_TYPE    = 1'b0;    
localparam CAS_LATENCY    = 3'd2;    
localparam OP_MODE        = 2'b00;   
localparam NO_WRITE_BURST = 1'b1;    
localparam MODE = { 3'b000, NO_WRITE_BURST, OP_MODE, CAS_LATENCY, ACCESS_TYPE, BURST_LENGTH}; 
localparam STATE_IDLE  = 3'd0;    
localparam STATE_START = 3'd1;    
localparam STATE_CONT  = STATE_START  + RASCAS_DELAY;  
localparam STATE_LAST  = 3'd7;    
reg  [2:0] q;
reg [22:0] a;
reg        wr;
reg        ram_req=0;
reg [15:0] i;
always @(posedge clk) begin
    reg [22:0] old_addr;
    reg old_rd, old_we, old_ref;
    old_ref<=clkref;
    if(q==STATE_IDLE) begin
        old_rd<=oe;
        old_we<=we;
        ram_req <= 0;
        wr <= 0;
        if((~old_rd & oe) | (~old_we & we)) begin
            ram_req <= 1;
            wr <= we;
            a <= addr;
        end
    end
    q <= q + 3'd1;
    if(old_ref ^ clkref) begin
        if (clkref) q <= 0;
        old_rd <= 0;
        old_we <= 0;
    end
end
localparam MODE_NORMAL = 2'b00;
localparam MODE_RESET  = 2'b01;
localparam MODE_LDM    = 2'b10;
localparam MODE_PRE    = 2'b11;
reg [1:0] mode=MODE_RESET;
reg [4:0] reset=5'h1f;
always @(posedge clk, posedge init) begin
	if (init) begin
		reset <= 5'h1f;
		mode <= MODE_RESET;
	end
	else if(q == STATE_LAST) begin
		if(reset != 0) begin
			reset <= reset - 5'd1;
			if(reset == 14)     mode <= MODE_PRE;
			else if(reset == 3) mode <= MODE_LDM;
			else                mode <= MODE_RESET;
		end
		else mode <= MODE_NORMAL;
	end
end
localparam CMD_INHIBIT         = 4'b1111;
localparam CMD_NOP             = 4'b0111;
localparam CMD_ACTIVE          = 4'b0011;
localparam CMD_READ            = 4'b0101;
localparam CMD_WRITE           = 4'b0100;
localparam CMD_BURST_TERMINATE = 4'b0110;
localparam CMD_PRECHARGE       = 4'b0010;
localparam CMD_AUTO_REFRESH    = 4'b0001;
localparam CMD_LOAD_MODE       = 4'b0000;
wire [7:0] ram_dout = a[0] ? i[15:8] : i[7:0];
assign dout = oe ? ram_dout : 8'hFF;
always @(posedge clk) begin
	casex({ram_req,wr,mode,q})
		{2'b1X, MODE_NORMAL, STATE_START}: {SDRAM_nCS, SDRAM_nRAS, SDRAM_nCAS, SDRAM_nWE} <= CMD_ACTIVE;
		{2'b11, MODE_NORMAL, STATE_CONT }: {SDRAM_nCS, SDRAM_nRAS, SDRAM_nCAS, SDRAM_nWE} <= CMD_WRITE;
		{2'b10, MODE_NORMAL, STATE_CONT }: {SDRAM_nCS, SDRAM_nRAS, SDRAM_nCAS, SDRAM_nWE} <= CMD_READ;
		{2'b0X, MODE_NORMAL, STATE_START}: {SDRAM_nCS, SDRAM_nRAS, SDRAM_nCAS, SDRAM_nWE} <= CMD_AUTO_REFRESH;
		{2'bXX,    MODE_LDM, STATE_START}: {SDRAM_nCS, SDRAM_nRAS, SDRAM_nCAS, SDRAM_nWE} <= CMD_LOAD_MODE;
		{2'bXX,    MODE_PRE, STATE_START}: {SDRAM_nCS, SDRAM_nRAS, SDRAM_nCAS, SDRAM_nWE} <= CMD_PRECHARGE;
		                          default: {SDRAM_nCS, SDRAM_nRAS, SDRAM_nCAS, SDRAM_nWE} <= CMD_INHIBIT;
	endcase
	casex({ram_req,mode,q})
		{1'b1,  MODE_NORMAL, STATE_START}: SDRAM_A <= a[21:9];
		{1'b1,  MODE_NORMAL, STATE_CONT }: SDRAM_A <= {4'b0010, a[22], a[8:1]};
		{1'bX,     MODE_LDM, STATE_START}: SDRAM_A <= MODE;
		{1'bX,     MODE_PRE, STATE_START}: SDRAM_A <= 13'b0010000000000;
		                          default: SDRAM_A <= 13'b0000000000000;
	endcase
	SDRAM_DQ <= 16'bZZZZZZZZZZZZZZZZ;
	if(q == STATE_START) begin
		SDRAM_BA <= (mode == MODE_NORMAL) ? bank : 2'b00;
		{SDRAM_DQMH,SDRAM_DQML} <= {~a[0] & wr,a[0] & wr};
	end
	if (q == STATE_CONT) begin
		if(wr) SDRAM_DQ <= { din, din };
	end
	if (q == STATE_CONT+CAS_LATENCY+1) begin
		if (~wr & ram_req) i <= SDRAM_DQ;
	end
end
endmodule
$ cat flow/run.sh
#!/bin/bash
# OpenROAD 26Q1-2900-gdf79404cd8, Yosys 0.63+post, stock flow scripts
make -C /OpenROAD-flow-scripts/flow DESIGN_CONFIG=/design/flow/config.mk WORK_HOME=/design/flow/orfs finish
$ cat flow/config.mk
export PLATFORM = sky130hd
export DESIGN_NAME = sdram
export DESIGN_NICKNAME = sdram
export VERILOG_FILES = /design/flow/design.v
export SDC_FILE = /design/flow/constraint.sdc
export NUM_CORES = 4
export LEC_CHECK = 1
export CORE_UTILIZATION = 40
$ cat flow/constraint.sdc
current_design sdram

set clk_period 2.6
set clk_io_pct 0.2

create_clock -name clk0 -period $clk_period [get_ports {clk}]

set non_clock_inputs [all_inputs -no_clocks]
set_input_delay [expr $clk_period * $clk_io_pct] -clock clk0 $non_clock_inputs
set_output_delay [expr $clk_period * $clk_io_pct] -clock clk0 [all_outputs]
==> results.txt <==
Run status = completed
Cell with the most instances after synthesis = edfxtp_1
Overall die width = 83.1 um
Switching share of power = 21.3%
Type of origin of the critical path = primary input
Synthesis-stage register bit count = 75
Worst-case register-to-register setup slack = 0.80 ns
Max rail drop VDD = 0.426 mV
Total setup violations reported at the end of the flow = 0
Number of detailed-route iterations in the first pass = 4
Routed Wire Length = 4.38 mm
Die area = 0.00691 mm2
Routed wire length per instance = 13.3 um
DRC violations left = 0
Number of distinct library cells after synthesis = 40
Count of cells resized by post-cts repair = 0
Die span in y = 83.1 um
Number of buffers inserted by post-CTS setup repair = 0
Transition time of the tightest slew-check pin = 0.463 ns
Total power after layout = 2960 uW
Yosys Chip Area = 0.00263 mm2
Global-route usage over all layers = 14.4%
Data arrival at the endpoint of the critical path = 1.75 ns
Hold Violations, Final = 0
RSZ-0062 raised after global routing = no
Boundary pin count = 84
Post-synthesis cell count from yosys = 177
Net switching power = 631 uW
Pint = 2330 uW
Most common library cells after synthesis = edfxtp_1, dfxtp_1, and2_1
Startpoint of the worst setup timing path = oe
Number of port buffers = 67
Async S/R FF share, synth = 9.33%
Antenna cell count = 0
OpenROAD warning count = 78
Syn. warnings = 2
Biggest area contributors in the synthesized netlist = edfxtp_1, dfxtp_1, dfstp_2, ha_1, and2_1
Drt first-iter violations = 86
Min Clock Period, post-route = 2.27 ns
Worst R2R Path Depth = 5
Layout area overhead = 36.1%
Core ar. = 0.00635 mm2
Part of the total power dissipated in sequential elements = 51.3%
Total via count after detailed routing = 1509
Worst skew pair latency = 0.33 ns
Most frequently used flop master after synthesis = edfxtp_1
Number of flops mapped to enable cells by yosys = 37
Post-cts hold-fix buffer tally = 0
Number of antenna violations at the first check in global routing = 0
Syn avg cell area = 14.9 um2
Max Buffers Root-to-Sink = 2
Wire length of the first global-routing pass = 7.47 mm
Residual overflow from global routing = 0
Worst Hold Launch = SDRAM_DQ[14]
Leakage = 0.00136 uW
Max-slew violation count = 0
Synthesized instance count = 177
Clock power frac = 34.3%
Highest clock frequency the design can meet = 0.441 GHz
Sink Count = 75
H-Tree Depth = 3
Cell accounting for the most synthesized area = edfxtp_1
Cell area after technology mapping = 0.00263 mm2
DP HPWL = 3.01 mm
Kind of end point of the critical path = output port
Worst-case clock skew = 0.00573 ns
Final weighted congestion of routability-driven global placement = 0.738
Share of cells above drive strength 1 = 12.7%
Max_cap viols = 0
Root cell of the clock tree = clkbuf_8
Max FO, Critical Path = 10
End of the worst register-to-register path = a[0]
Final critical-path share of the clock period = 87.3%
Category of the critical setup timing path = primary input to output port
Startpoint of the worst register-to-register path = q[0]
Worst slew slack as a fraction of its limit = 69.1%
Crit path capture = dout[0]
Area share, top type = 42.2%
Maximum number of pins on one net before global-route repair = 24
Number of global-route vias before repair = 1537
Register area share after synthesis = 72.7%
Count of standard-cell rows = 29
Number of clock buffers inserted by TritonCTS = 9
Share of the core filled by cells before placement = 41.5%
Clock-pin slew on the worst setup and hold paths = 0.07 ns
Required time of the critical path = 2.08 ns
Final antenna-violating net count = 0
Detail-routed via count per cell = 4.59
TritonCTS clock tree = done
Post-route setup TNS = 0 ns
Class of the worst hold path = primary input to flop
Pwr dens = 825 mW/mm2
Part of the power in combinational logic = 14.4%
cells by family after synthesis:
kind of cell	synth area share [%]
DFF	72.7
and+or+nand+nor	10.3
AOI/OAI and AO/OA	6.13
buffers and inverters	4.13
adders and majority gates	3.80
muxes	2.00
xor gates and xnor gates	0.998
placed cells by master, fill, tap and decap left out, types with 6 or more instances in the layout:
cell type         n
ha_1              8
nor2_1            6
nand2b_1          9
inv_1             7
dfxtp_1          31
and2_1           12
clkbuf_8          9
a22o_1            8
dfstp_2           6
clkdlybuf4s50_1  67
edfxtp_1         37
sequential cells by signal, summed over array words and instances (netlist names), 2 cells and up, named ones only:
register  cells
SDRAM_BA      2
mode          2
SDRAM_DQ      8
a            23
q             3
SDRAM_A      13
i             8
reset         5
layout make-up:
type / count / area, um2
sequential: 75 / 1910
multi-input combinational: 82 / 611
tap: 77 / 96.3
inverter: 9 / 33.8
fill: 489 / 2770
timing repair buffer: 70 / 693
clock inverter: 5 / 82.6
clock buffer: 11 / 153
worst min path at each step:
stage,to,slack (ns),cells past startpoint
after CTS,i[14],0.28,0
after global routing,i[7],0.28,0
final,i[14],0.30,0
metal layers:
layer | share of wire, % | GRT usage (%)
met4 | 1.4 | 2.66
met1 | 47 | 24.3
met3 | 7.7 | 4.14
met2 | 44 | 20.6
met5 | 0 | 0
power by group through the flow:
stage | logic [uW] | registers [uW] | clock network, uW
global route | 473 | 1540 | 1100
CTS | 435 | 1520 | 1040
finish | 425 | 1520 | 1010
critical path, cell delays in order:
cell and delay (ns):
clkdlybuf4s50_1 0.59, nand2b_1 0.16, clkdlybuf4s50_1 0.48
stage by stage:
stage | worst slack (ns) | instance area, um2 | util (%) | hold WS, ns | std cells
final | 0.331 | 3580 | 56.4 | 0.299 | 329
after global routing | 0.244 | 3580 | 56.4 | 0.276 | 329
after CTS | 0.317 | 3580 | 56.4 | 0.278 | 329
after detailed placement | 0.328 | 3350 | 52.7 | 0.405 | 313
after global placement | 0.364 | 3350 | 52.7 | 0.414 | 313
after floorplan | 0.699 | 2630 | - | 0.319 | 177
Power figures rest on the tool's default switching activity, not on a simulated workload.
